<file path="./config.mk">
export PLATFORM = sky130hd
export DESIGN_NAME = ALU
export DESIGN_NICKNAME = ALU
export VERILOG_FILES = /design/flow/design.v
export SDC_FILE = /design/flow/constraint.sdc
export NUM_CORES = 4
export LEC_CHECK = 1
export CORE_UTILIZATION = 30
</file>
<file path="./design.v">
module ALU (
    input wire [31:0] SrcA,
    input wire [31:0] SrcB,
    input wire [3:0] alu_op,
    input wire [4:0] shamt,
    input wire unsigned_instr,
    output reg [31:0] alu_result,
    output wire zero, gt, lt, overflow
);
always@(*) begin
    case (alu_op)
        4'b0000: alu_result = SrcB << shamt;                     
        4'b0001: alu_result = SrcB >> shamt;                     
        4'b0010: alu_result = $signed(SrcB) >>> shamt;           
        4'b0011: alu_result = SrcB << SrcA[4:0];                 
        4'b0100: alu_result = SrcB >> SrcA[4:0];                 
        4'b0101: alu_result = $signed(SrcB) >>> SrcA[4:0];       
        4'b0110: alu_result = SrcA + SrcB;                       
        4'b0111: alu_result = SrcA - SrcB;                       
        4'b1000: alu_result = SrcA & SrcB;                       
        4'b1001: alu_result = SrcA | SrcB;                       
        4'b1010: alu_result = SrcA ^ SrcB;                       
        4'b1011: alu_result = ~(SrcA | SrcB);                    
        4'b1100: alu_result = (unsigned_instr) ? SrcA < SrcB : $signed(SrcA) < $signed(SrcB);    
        4'b1101: alu_result = $signed(SrcA) * $signed(SrcB);     
        default: alu_result = SrcB;                              
    endcase
end
assign zero = ~|(alu_result);
assign gt = SrcA > SrcB;
assign lt = SrcA < SrcB;
assign overflow = (alu_op == 4'b0110 && !unsigned_instr) ? ((SrcA[31] == SrcB[31]) && (alu_result[31] != SrcA[31])) :
                  (alu_op == 4'b0111 && !unsigned_instr) ? ((SrcA[31] != SrcB[31]) && (alu_result[31] != SrcA[31])) :
                  1'b0;
endmodule
</file>
<file path="./run.sh">
#!/bin/bash
# OpenROAD 26Q1-2900-gdf79404cd8, Yosys 0.63+post, stock flow scripts
make -C /OpenROAD-flow-scripts/flow DESIGN_CONFIG=/design/flow/config.mk WORK_HOME=/design/flow/orfs finish
</file>
<file path="./constraint.sdc">
current_design ALU

set clk_period 21.0
set clk_io_pct 0.2

create_clock -name clk0 -period $clk_period

set non_clock_inputs [all_inputs -no_clocks]
set_input_delay [expr $clk_period * $clk_io_pct] -clock clk0 $non_clock_inputs
set_output_delay [expr $clk_period * $clk_io_pct] -clock clk0 [all_outputs]
</file>
==> summary.txt <==
Final Hold Viols = 0
LEAKAGE = 14.1 nW
Synth area leaders = fa_1, ha_1, nor2_1
Die X = 309 um
Final Util = 33.3%
Top cells excl fill/tap = nor2_1, inv_1, fa_1
Tool warnings = 96
Slew @ Worst Pin = 1060 ps
Sequential area share after synthesis = 0%
Crit path top cell by count = fa_1
Max-slew violations = 0
Crit path DAT = 15250 ps
Yosys warns = 1
Hold path endpoint = overflow
Crit end category = primary output
Fmax = 51.4 MHz
Postcts setup bufs = 0
Synth unique cells = 105
Worst path max stage delay = 900 ps
Max-area cell share = 29.0%
Initial antenna violation count = 3
Total I/O pin count = 110
Setup violators final = 0
Area Growth Syn to Fin = 9.77%
YS chip area = 28300 um^2
Area leader, netlist = fa_1
Worst hold margin = 9370 ps
Final TNS setup = 0 ps
Vias = 29.4k
Total core area = 93500 um^2
Critical path launch point type = input pin
Chip area = 95700 um^2
CP delay by family, top = adder cells
Tmin final = 19450 ps
Kind of critical path = in -> out
Fp util = 30.3%
Vias in the first global route = 28.9k
Cts repair resizes = 0
Fin area = 31100 um^2
Max IR drop VDD = 0.389 mV
Syn avg cell area = 7.57 um^2
Hold crit path type = in -> out
Drt drc = 0
PortBufs = 110
Fill cells = 9921
Most numerous logic cell after layout = nor2_1
Worst path bufs/invs = 7
Site Rows = 112
Drt wl/cell = 30.4 um
Outcome = complete, no violations
Drt initial violations = 3470
Detailed Routing Iterations Pass 1 = 6
# hold bufs at CTS = 0
Pint = 2.93 mW
Critical Path RT = 16800 ps
Clkbuf count = 0
Global-route wire length before repair = 216000 um
P_sw = 4.85 mW
Flop area = 0 um^2
Largest net degree at the start of global routing = 50
Sw frac = 62.3%
Critical Path Fanout Max = 17
Power Total = 7.78 mW
Routed Antenna Nets = 0
Final HPWL DP = 119000 um
Cell Area, Placed = 31100 um^2
Max-Cap Viols = 0
CP max-delay cell = a2111oi_0
RSZ-0062 raised after global routing = no
Gate Area = 25300 um^2
Total Wirelength = 152000 um
Hold path depth = 3
Post-Syn Instances = 3744
GP Congestion = 1.11
Via density = 5.87
Tcrit/Tclk final = 92.6%
Hold_sp = unsigned_instr
Die H = 309 um
Flops = 0
Congestion Overflow GR = 0
Proportion of layout cells with a drive suffix above 1 = 6.48%
Power density over the cells = 250 nW/um^2
Yosys Instances = 3744
Post-Syn Area = 28300 um^2
Max-slew headroom = 28.9%
GRT Total Usage = 33.0%
==> worst min-delay path: cells and delay by family <==
family        cells  cell delay, ps
buf+inv           2             900
simple gates      1              80
==> worst max path at each step <==
stage           to  cells after the start  startpoint  slack (ps)
CTS           zero                     29     SrcA[8]        1860
global route  zero                     29     SrcA[8]        1220
finish        zero                     29     SrcA[8]        1550
==> metal layers <==
layer	wire length (um)	up-vias	track usage (%)	share of wire, %
met4	8390	11	14.0	5.5
met2	59700	1924	43.8	39
met5	374	-	2.68	0.25
met3	22800	400	16.5	15
li1	-	12600	-	-
met1	61000	14400	45.2	40
==> cells by family (layout without fill, tap and decap cells) <==
logic type | count (synthesis) | in the layout | share of synthesized area [%]
other | 0 | 2 | 0
AND/OR/NAND/NOR | 1171 | 1171 | 18.2
multiplexers | 198 | 198 | 7.59
XOR/XNOR | 121 | 121 | 3.74
buffers and inverters | 781 | 785 | 10.8
adder cells (fa/ha/maj) | 656 | 656 | 39.8
AND-OR/OR-AND | 817 | 817 | 19.8
==> power groups by stage <==
stage                 Sequential, mW  Combinational (mW)  Clock (mW)
after global routing               0                8.50           0
after CTS                          0                7.65           0
==> per-stage QoR <==
stage                     std cells  setup slack, ps
after floorplan                3744             4560
after global placement         5002             2050
after detailed placement       5002             1910
after CTS                      5002             1860
after global routing           5002             1220
final                          5004             1550
==> area by class of cell <==
cell class / instances / share of cell area, %
timing repair buffer: 261 / 7.12
multi-input combinational: 2963 / 81.5
inverter: 524 / 6.32
antenna: 2 / 0.0161
tap: 1254 / 5.05
==> cell usage after synthesis, types with 25 or more instances <==
| cell | count |
|---|---|
| nor3_1 | 74 |
| nand2_1 | 347 |
| fa_1 | 410 |
| nand3_1 | 39 |
| ha_1 | 246 |
| nor2_1 | 526 |
| buf_1 | 34 |
| clkbuf_1 | 167 |
| nand2b_1 | 48 |
| a211oi_1 | 82 |
| xnor2_1 | 101 |
| a21o_1 | 27 |
| o21ai_0 | 127 |
| inv_1 | 504 |
| o22ai_1 | 41 |
| a22oi_1 | 49 |
| buf_2 | 41 |
| a21oi_1 | 186 |
| o211ai_1 | 35 |
| mux2i_1 | 168 |
| o221ai_1 | 25 |
Power figures rest on the tool's default switching activity, not on a simulated workload.
