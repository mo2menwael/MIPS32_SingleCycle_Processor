$ cat design/flow/design.v
module Reg_file (
    input wire clk, rst_n,
    input wire wr_en,
    input wire [4:0] rd_addr1,
    input wire [4:0] rd_addr2,
    input wire [4:0] wr_addr,
    input wire [31:0] wr_data,
    output wire [31:0] rd_data1,
    output wire [31:0] rd_data2
);
reg [31:0] reg_file_mem [0:31];
integer i;
always @(posedge clk or negedge rst_n) begin
    if (!rst_n) begin
        for (i = 0; i < 32; i = i + 1) begin
            reg_file_mem[i] <= 0;
        end
    end
    else if (wr_en) begin
        reg_file_mem[wr_addr] <= wr_data;
    end
end
assign rd_data1 = (rd_addr1 != 0) ? reg_file_mem[rd_addr1] : 0;
assign rd_data2 = (rd_addr2 != 0) ? reg_file_mem[rd_addr2] : 0;
endmodule
$ cat design/flow/run.sh
#!/bin/bash
# OpenROAD 26Q1-2900-gdf79404cd8, Yosys 0.63+post, stock flow scripts
make -C /OpenROAD-flow-scripts/flow DESIGN_CONFIG=/design/flow/config.mk WORK_HOME=/design/flow/orfs finish
$ cat design/flow/config.mk
export PLATFORM = sky130hd
export DESIGN_NAME = Reg_file
export DESIGN_NICKNAME = Reg_file
export VERILOG_FILES = /design/flow/design.v
export SDC_FILE = /design/flow/constraint.sdc
export NUM_CORES = 4
export LEC_CHECK = 1
export CORE_UTILIZATION = 30
$ cat design/flow/constraint.sdc
current_design Reg_file

set clk_period 11.7
set clk_io_pct 0.2

create_clock -name clk0 -period $clk_period [get_ports {clk}]

set non_clock_inputs [all_inputs -no_clocks]
set_input_delay [expr $clk_period * $clk_io_pct] -clock clk0 $non_clock_inputs
set_output_delay [expr $clk_period * $clk_io_pct] -clock clk0 [all_outputs]
==> reports/metrics.cfg <==
[setup_path]
path_buffers = 5
critPathRequiredTime_ps = 9360
cp_slowest_cell = and2_2
path_class = primary input to primary output
cp.depth = 10
cp.arrival_ps = 7130
reg2reg_to = reg_file_mem[4][4]
rrSetupSlack_ps = 10790
critPathTopFamily = buffers and inverters
cp_cell_sequence = clkdlybuf4s50_1, buf_4, and2_2, buf_4, and2_2, buf_4, a22oi_1, nand3_1, or4_1, clkdlybuf4s50_1
path_common_cell = buf_4
r2r_start = reg_file_mem[4][4]
cp-start-kind = primary input
crit_path_max_fanout = 40
cp_slowest_stage_delay_ps = 760
reg2regPathDepth = 1
cp-end-kind = primary output

[floorplan]
die_h_um = 412
fp_util = 0.304
core_area_um2 = 166000
dieArea_um2 = 169000
die_w_um = 412
ios = 114
rows = 149

[logic_synthesis]
ys_sh_aoi = 0.133
yosysUniqueCellTypes = 63
logic_family = multiplexers
synth_seq_share = 0.493
async_flop_share = 1.00
ys_sh_simple = 0.108
yosysCellCount = 4217
xor_share = 0
flop_cell = dfrtp_1
synthCells = 4217
edf_count = 0
muxShareOfSynthArea = 0.225
postSynthAreaPerCell_um2 = 11.9
synth-warning-count = 2
yosys_area_um2 = 50400
synth-seq-cells = 992
synth-adder-area-share = 0
syn_area_um2 = 50400

[power_and_ir_drop]
power.density_nw_per_um2 = 174
power_leakage_nw = 26.1
irDropWorstVdd_v = 0.000107

[clock_network]
root_buffer = clkbuf_16
cts_tree = yes
clk_latency_ps = 770
clock-sinks = 992
cts.path.max_buffers = 3
cts-resized-gates = 0
cts_made_buffers = 110
cts-hold-fix-buffers = 0
ctsHtreeMaxLevel = 3
clk_pin_slew_ps = 60
cts_setup_buffers = 0

[placed_design]
routabilityCongestion = 1.02
dp_hpwl_um = 164000
dp.cells = 6280
port-buffer-count = 113

[hold_path]
whs_path_depth = 1
min_from = reg_file_mem[28][15]
hp-class = flop to flop
hold_path_end = reg_file_mem[28][15]

[finish]
area_growth_pct = 16.1
comb_area_um2 = 23900
seqCellArea_um2 = 24800
drive_gt1_frac = 0.360
reg.largest.list = reg_file_mem: 992 flops
largest_reg_flops = 992
layout.cells.most_common = mux2_2
fillers = 15900
layout_top_cells = mux2_2 (1000), dfrtp_1 (992), a22oi_1 (642)
stdcell_count = 6519
largest_register = reg_file_mem

[timing]
setup_tns_ps = 0
finalMaxSlewViolations = 0
setup_viol = 0
slew_headroom = 0.217
layout_worst_path_cycle_share = 0.810
rsz0062_at_grt = false
final_hold_viol_count = 0
fmax_mhz = 106
skew_ps = 0
tightest_slew_ps = 1140
post-route-min-period_ps = 9470

[route]
drtIter0Drc = 6303
via_per_inst = 6.79
routed_wl_um = 277000
wl_per_cell_um = 42.5
ant_nets = 0
drc_errors = 0
firstDrtPassIters = 8
vias = 44200

[global_route]
grt_use_total = 0.333
grt_first_pass_wirelength_um = 375000
grt_pass1_vias = 43200
grt_start_max_net_pins = 106
grt-ovfl-total = 0
antenna_found_initial = 25

[job]
maxCapViolations = 0
tool_warnings = 31

[outcome]
outcome = finished, final reports clean

layer usage:
| metal | vias to the layer above | GRT usage | routed length (µm) |
|---|---|---|---|
| met5 | - | 0.0130 | 380 |
| met4 | 28 | 0.181 | 21200 |
| met1 | 22400 | 0.416 | 99800 |
| met3 | 1362 | 0.203 | 45400 |
| met2 | 4047 | 0.445 | 110000 |
| li1 | 16400 | - | - |
worst max path at each step:
stage,startpoint,endpoint,slack (ps)
after CTS,rd_addr1[4],rd_data1[7],2530
after global routing,rd_addr2[4],rd_data2[7],2410
final,rd_addr1[4],rd_data1[7],2230
cells in the mapped netlist (12+ instances only):
master     instances  share of area
nor3_1            15         0.0015
buf_1             35         0.0026
and2_1            36         0.0045
a2111oi_0         89          0.015
nand3_1          178          0.018
dfrtp_1          992           0.49
nand2_1           54         0.0040
a2111oi_2         17         0.0051
and3_1           346          0.043
nor2_1            38         0.0028
clkbuf_1         287          0.021
mux2_2          1000           0.22
buf_2            113          0.011
a22oi_1          642          0.096
a22o_1            12         0.0021
buf_6             19         0.0042
a222oi_1          27         0.0054
nand4_1          113          0.014
nor2b_1           13         0.0016
or4_1             61         0.0091
cell type report:
| cell class | instances | share of cell area |
|---|---|---|
| clock buffer | 148 | 0.0535 |
| tap | 2189 | 0.0468 |
| multi-input combinational | 2764 | 0.409 |
| antenna | 38 | 0.00163 |
| timing repair buffer | 333 | 0.0477 |
| clock inverter | 53 | 0.0165 |
| inverter | 2 | 0.000128 |
| sequential | 992 | 0.424 |
stage by stage:
step                 util  total power, W  worst slack [ps]  area [µm²]  hold slack [ps]
detailed placement  0.328         0.00617              2540       54300              506
global placement    0.328         0.00615              2550       54300              501
finish              0.353          0.0102              2230       58500              519
floorplan               -         0.00533              5400       50400              478
global route        0.352          0.0105              2410       58400              540
CTS                 0.352          0.0101              2530       58400              519
report_power, final:
part           internal, W  switching, W  leakage (nW)  total [W]
registers          0.00410      0.000677          12.7    0.00477
logic             0.000729      0.000683          11.4    0.00141
clock network      0.00244       0.00155          2.00    0.00399
cell families (layout without fill, tap and decap cells):
logic type	after synthesis	in the layout
buf+inv	461	536
mux	1009	1009
compound gates	843	843
flops	992	992
other cells	0	38
simple gates	912	912
Power and IR drop assume default switching activity.
